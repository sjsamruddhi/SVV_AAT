$ cat constraint.sdc
current_design digital_clock

set clk_period 2.6
set clk_io_pct 0.2

create_clock -name clk0 -period $clk_period [get_ports {clk}]

set non_clock_inputs [all_inputs -no_clocks]
set_input_delay [expr $clk_period * $clk_io_pct] -clock clk0 $non_clock_inputs
set_output_delay [expr $clk_period * $clk_io_pct] -clock clk0 [all_outputs]
$ cat run.sh
#!/bin/bash
# OpenROAD 26Q1-2900-gdf79404cd8, Yosys 0.63+post, stock flow scripts
make -C /OpenROAD-flow-scripts/flow DESIGN_CONFIG=/design/flow/config.mk WORK_HOME=/design/flow/orfs finish
$ cat config.mk
export PLATFORM = sky130hd
export DESIGN_NAME = digital_clock
export DESIGN_NICKNAME = digital_clock
export VERILOG_FILES = /design/flow/design.v
export SDC_FILE = /design/flow/constraint.sdc
export NUM_CORES = 4
export LEC_CHECK = 1
export CORE_AREA = 10 10 85 85
export DIE_AREA = 0 0 95 95
$ cat design.v
`timescale 1ns/1ps
interface clock_if (input logic clk);
    logic rst;
    logic [5:0] sec;
    logic [5:0] min;
    modport DUT (
        input  clk, rst,
        output sec, min
    );
    modport TB (
        input  clk,
        output rst,
        input  sec, min
    );
endinterface
module digital_clock (
    input  logic        clk,
    input  logic        rst,
    output logic [5:0]  sec,
    output logic [5:0]  min
);
    always_ff @(posedge clk or posedge rst) begin
        if (rst) begin
            sec <= 6'd0;
            min <= 6'd0;
        end
        else begin
            if (sec == 6'd59) begin
                sec <= 6'd0;
                if (min == 6'd59)
                    min <= 6'd0;
                else
                    min <= min + 1;
            end
            else begin
                sec <= sec + 1;
            end
        end
    end
endmodule
==> metrics.yaml <==
sta:
  slew_violations: 0
  rsz0062_at_grt: "false"
  fmaxAchievable_ghz: 0.555
  finalCritPeriodShare_pct: 69.3
  finalSetupViolations: 0
  finalHoldViolCount: 0
  tns_ns: 0
  fin_skew_ns: 0.00121
  tightestPinTransition_ns: 0.451
  relSlewSlack_pct: 69.9
  period_minus_slack_ns: 1.80
setup_path:
  end_kind: "output port"
  slowest_stage: "clkdlybuf4s50_1"
  crit_cells: 1
  path_cells: "clkdlybuf4s50_1"
  cp-start-kind: "register"
  path_class: "reg2out"
  timing.critical_path.buf_inv: 1
  crit_arrival_ns: 1.28
  r2r.worst_path.cells: 5
  cp_slowest_stage_delay_ns: 0.55
  required_ns: 2.08
  critPathMaxFanout: 9
  cpLargestDelayFamily: "buffers and inverters"
global_routing:
  overflow: 0
  grt_util_met2_pct: 4.86
  grt_max_degree: 13
  antenna_found_initial: 0
  grt_pass1_vias: 437
  met3_usage_pct: 1.52
  grt-busiest-layer: "met2"
  grt_util_met1_pct: 4.10
  grt.total_usage_pct: 3.22
  grt_pass1_wl_um: 2320
detailed_routing:
  postRouteAntennaNets: 0
  routed_wl_um: 1410
  viasPerCell: 3.21
  drt_pass1_iterations: 4
  drc_errors: 0
  wl_per_cell_um: 9.47
  drtIter0Drc: 28
  num_vias: 478
  n_antenna_cell: 0
clocking:
  cts_tree: "done"
  post_cts_buffers: 0
  root_buffer: "clkbuf_8"
  cts_sinks: 12
  clk_path_buf_depth: 2
  holdBufCountCts: 0
  cts_inserted_buffers: 3
  clkLatencyLatePin_ns: 0.24
  path_clk_slew_ns: 0.05
  h-tree-depth: 1
  cts_resized: 0
logic_synthesis:
  synthDistinctLibCells: 24
  avgSynthCellArea_um2: 9.53
  synth_area_um2: 591
  synth_top_cell_by_area: "dfrtp_1"
  yosys-top-cells-area: "dfrtp_1 (51%), nand2_1 (7.0%), ha_1 (4.2%)"
  synth_top_cell_by_count: "dfrtp_1"
  ff_type: "dfrtp_1"
  ys_cells: 62
  ys_area_um2: 591
  netlist_instances: 62
  yosys_warnings: 1
  synth_flops: 12
  synth-edff-count: 0
  top_area_share_pct: 50.8
  ys_top_cells_by_count: "dfrtp_1 (12), nand2_1 (11)"
  synthArstFlopShare_pct: 100
  synth_seq_share_pct: 50.8
floorplanning:
  core_um2: 5470
  num_rows: 27
  dieHeight_um: 95
  fp.dieArea_um2: 9030
  fp_util_pct: 10.8
  pin_count: 14
  die_w_um: 95
pwr:
  p_leak_uw: 0.000334
  ir_drop_uv: 108
  cellPowerDensity_nw_per_um2: 466
place:
  gp_congestion: 0.809
  dp_cells: 145
  io_buffers: 13
  dp_hpwl_um: 1100
flow_run:
  maxCapViolCount: 0
  warnings: 25
hold_path:
  whs_path_depth: 1
  hp-class: "reg2reg"
finish:
  seq_area_um2: 300
  fillers: 618
  drive_gt1_share_pct: 7.79
  finalNonFillerCells: 149
  logic_area_um2: 256
  areaGrowthSynthToFinish_pct: 43.4
outcome:
  outcome: "finished clean"
cells by family (layout without fill, tap and decap cells):
| group | after synthesis | in the layout | share of synthesized area [%] |
|---|---|---|---|
| AND/OR/NAND/NOR | 26 | 26 | 21.6 |
| buffers and inverters | 6 | 21 | 5.72 |
| XOR/XNOR | 2 | 2 | 2.97 |
| AND-OR/OR-AND | 14 | 14 | 14.6 |
| adder cells (fa/ha/maj) | 2 | 2 | 4.24 |
| flip-flops | 12 | 12 | 50.8 |
metal layers:
layer / wire [µm] / share of wire, % / vias up
met5: 0 / 0 / -
met1: 668 / 47 / 222
met4: 13 / 0.92 / 0
li1: - / - / 248
met2: 639 / 45 / 6
met3: 90 / 6.4 / 2
layout by cell type (no fill, tap or decap), types with 2 or more instances in the layout:
cell / n
a21oi_1: 2
clkdlybuf4s50_1: 13
dfrtp_1: 12
o211ai_1: 2
clkbuf_8: 4
nand3_1: 4
inv_1: 4
o21ai_0: 4
or3_1: 2
ha_1: 2
nor2_1: 4
o21ai_1: 2
nand2_1: 11
where the power goes:
part | switching [µW] | total (µW) | internal, µW
clock network | 69.3 | 203 | 134
logic | 3.57 | 4.97 | 1.39
registers | 0 | 187 | 187
total | 72.9 | 395 | 322
metrics by stage:
stage	util (%)	hold slack, ns	total power [µW]	area [µm²]	setup WS (ns)
floorplan	-	0.385	193	591	1.05
global placement	14.5	0.520	196	792	0.992
detailed placement	14.5	0.527	196	792	0.973
CTS	15.5	0.535	400	847	0.788
global route	15.5	0.573	409	847	0.715
finish	15.5	0.533	395	847	0.799
worst paths after layout:
kind / start / slack (ns) / end
worst max-delay path: sec[2] / 0.80 / sec[2]
worst min-delay path: sec[0] / 0.53 / sec[0]
worst max register to register: sec[0] / 0.94 / min[3]
worst min register to register: sec[0] / 0.53 / sec[0]
max in group asynchronous: rst / 1.71 / sec[4]
min in group asynchronous: rst / 0.58 / min[1]
flip-flops by register name, indices dropped and copies added, names as in the netlist:
register / count
sec: 6
min: 6
final cells by class:
class	count	area share (%)
Clock buffer	4	6.50
Sequential cell	12	35.5
Timing Repair Buffer	13	15.4
Inverter	4	1.77
Tap cell	72	10.6
Multi-Input combinational cell	44	30.3
No activity file was given, so power comes from the tool's default toggle rates.
