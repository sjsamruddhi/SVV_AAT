<file path="./run.sh">
#!/bin/bash
# OpenROAD 26Q1-2900-gdf79404cd8, Yosys 0.63+post, stock flow scripts
make -C /OpenROAD-flow-scripts/flow DESIGN_CONFIG=/design/flow/config.mk WORK_HOME=/design/flow/orfs finish
</file>
<file path="./config.mk">
export PLATFORM = sky130hd
export DESIGN_NAME = dual_port_ram
export DESIGN_NICKNAME = dual_port_ram
export VERILOG_FILES = /design/flow/design.v
export SDC_FILE = /design/flow/constraint.sdc
export NUM_CORES = 4
export LEC_CHECK = 1
export CORE_UTILIZATION = 40
</file>
<file path="./constraint.sdc">
current_design dual_port_ram

set clk_period 2.7
set clk_io_pct 0.2

create_clock -name clk0 -period $clk_period [get_ports {clk}]

set non_clock_inputs [all_inputs -no_clocks]
set_input_delay [expr $clk_period * $clk_io_pct] -clock clk0 $non_clock_inputs
set_output_delay [expr $clk_period * $clk_io_pct] -clock clk0 [all_outputs]
</file>
<file path="./design.v">
`timescale 1ns/1ps
interface clock_if (input logic clk);
    logic rst;
    logic [5:0] sec;
    logic [5:0] min;
    modport DUT (
        input  clk, rst,
        output sec, min
    );
    modport TB (
        input  clk,
        output rst,
        input  sec, min
    );
endinterface
`timescale 1ns/1ps
module dual_port_ram #(
    parameter ADDR_WIDTH = 4,    
    parameter DATA_WIDTH = 8
)(
    input  logic clk,
    input  logic                  we_a,
    input  logic [ADDR_WIDTH-1:0] addr_a,
    input  logic [DATA_WIDTH-1:0] data_a,
    input  logic                  re_b,
    input  logic [ADDR_WIDTH-1:0] addr_b,
    output logic [DATA_WIDTH-1:0] data_b
);
    logic [DATA_WIDTH-1:0] mem [0:(1<<ADDR_WIDTH)-1];
    always_ff @(posedge clk) begin
        if (we_a)
            mem[addr_a] <= data_a;
    end
    always_ff @(posedge clk) begin
        if (re_b)
            data_b <= mem[addr_b];
    end
endmodule
</file>
==> run notes <==
run results: H-tree levels 4, Synth flops 136, P&R area growth vs syn 20.2%, Startpoint Class input port, die height 116 um, Top cells by area edfxtp_1, mux4_2, mux4_1, Max-cap violations 0, CTS clk-pin slew, worst paths 0.05 ns, Hold/Removal Path Class reg2reg, dominant cell by count in the synthesized netlist edfxtp_1, final period utilization 0.693, clk latency late pin 0.41 ns, post-synthesis sequential area ratio 0.781, Post-synth ARST share 0, CP max-delay cell clkdlybuf4s50_1, Psw 0.000890 W, TNS Setup 0 ns, DP Area 0.00579 mm2, top cells by count edfxtp_1, mux4_2, a22oi_1, mux4_1, nor2_1, IO Pins 27, FP Core Util 0.413, layout cell share with drive strength beyond 1 0.216, final cell utilization of the core 0.496, post-DP HPWL 5.89 mm, Final Hold Fails 0, Fill cells approximately 1000, gr usage total 0.166, WP data arrival about 2.0 ns, tightest hold margin 0.742 ns, crit path max fanout 32, # rows 41, Tmin final 1.87 ns, # DRC 0, max_slew headroom 0.498, VDD IR-drop max 0.397 mV, TritonCTS clock tree yes, post_cts resized 0, drt total wl about 9.4 mm, initial antenna violation count 0, largest net degree at the start of global routing 33, Pint 0.00364 W, Die X 116 um, Vias 2405, final non-filler cell area about 0.0063 mm2, fmax 534 MHz, cell area after synthesis around 0.0052 mm2, drt first pass iters 4, Post-synth EDFFs 136, Synth Instances 229, Combinational Power Share 0.051, top cell type's share of synthesized area 0.781, CP Class in2reg, CTS sink cnt 136, Core Area 0.0127 mm2, vias in the first global route about 2600, max-slew violation count 0, hold buffer count at cts 0, post-route insts no fill about 470, Mean Syn Cell Area around 23 um2, Yosys Chip Area between 0.005 and 0.006 mm2, worst path required time 2.84 ns, post-placement cell count 437, routed length per placed instance 20.1 um, clk_skew 0.00454 ns, total grt overflow 0, yosys cell count 229, port bufs 26, CP bufs+invs 2, clock buffer count from CTS 17, Crit path max-delay family buffers and inverters, Synth warnings 1, post-CTS setup buffers 0, Commonest flop edfxtp_1, Log Warnings 25, CTS Buffer Depth 2, RSZ-0062 raised after global routing false, Slew @ Worst Pin ~0.75 ns, first-pass GRT wire length 14.2 mm, library cells used by synthesis 18, power density over cell area about 720 mW/mm2, switching share of power 0.196, post-synth top area cell edfxtp_1, crit path cell chain clkdlybuf4s50_1 -> buf_12 -> mux4_2 -> a22oi_1 -> nand2_1, run status complete, no violations, final setup fails 0, clock share of power 0.420, die footprint roughly 0.014 mm2, Leak 2.05 nW, Crit path largest cell delay 0.50 ns, Flop pwr share 0.528, Antenna Violating Nets Remaining 0, Antenna Cells 0, Initial DRC Count about 73, CP endpoint kind flop, GPL Wtd Cong 0.756, root buf cell clkbuf_16, via/cell ratio 5.14
==> flip-flops by register name, indices dropped and copies added, names as in the netlist <==
name,flops
mem,128
data_b,8
==> layout by cell type (no fill, tap or decap) <==
cell type / Yosys / final
a22oi_1: 16 / 16
and2b_1: 1 / 1
nor3_1: 4 / 4
buf_2: 3 / 1
nor2_1: 13 / 13
mux4_1: 14 / 14
edfxtp_1: 136 / 136
clkbuf_16: 0 / 17
nand2_1: 9 / 9
or3b_2: 1 / 1
clkbuf_1: 0 / 3
clkinvlp_4: 0 / 4
clkinv_2: 0 / 3
buf_4: 1 / 18
nand3_1: 1 / 1
and2_1: 1 / 1
clkinv_1: 0 / 4
buf_12: 0 / 2
mux4_2: 18 / 18
nand3b_1: 2 / 2
nand2b_1: 2 / 2
nor2b_1: 1 / 1
clkdlybuf4s50_1: 0 / 25
==> path summary, 6_finish.rpt <==
kind	startpoint	end	slack (ns)	depth (start not counted)
min reg2reg	mem[4][2]$_DFFE_PP_	data_b[2]$_DFFE_PP_	0.74	3
max reg2reg	mem[3][7]$_DFFE_PP_	data_b[7]$_DFFE_PP_	1.21	3
max	addr_b[1]	data_b[7]$_DFFE_PP_	0.83	5
min	mem[4][2]$_DFFE_PP_	data_b[2]$_DFFE_PP_	0.74	3
==> routing by layer <==
| metal | vias up | wire, um | global-route usage |
|---|---|---|---|
| li1 | 1089 | - | - |
| met1 | 1184 | 3650 | 0.240 |
| met2 | 122 | 4570 | 0.245 |
| met3 | 10 | 1080 | 0.103 |
| met4 | 0 | 93 | 0.0162 |
| met5 | - | 0 | 0 |
==> tightest hold or removal path, stage by stage, from the launching register on <==
cell and delay, ns:
edfxtp_1 0.31, mux4_1 0.21, a22oi_1 0.06, nand2_1 0.06
==> through the flow <==
stage	setup WS, ns	power, W
6_report	0.829	0.00453
3_3_place_gp	0.384	0.00267
5_1_grt	0.746	0.00468
4_1_cts	0.832	0.00456
3_5_place_dp	0.401	0.00267
2_1_floorplan	0.667	0.00255
==> power by group through the flow <==
| stage | clock (W) | sequential, W | combinational, W |
|---|---|---|---|
| 4_1_cts | 0.00193 | 0.00239 | 0.000236 |
| 5_1_grt | 0.00203 | 0.00240 | 0.000253 |
| 6_report | 0.00190 | 0.00239 | 0.000232 |
==> final cells by class <==
type,count,area (um2),share of cell area
clock inverters,11,60.1,0.00956
flip-flops and latches,136,4080,0.650
clock buffers,20,437,0.0695
multi-input cells,83,1060,0.168
well taps,172,215,0.0342
repair buffers,46,430,0.0685
==> cell families (layout without fill, tap and decap cells) <==
group / Yosys count / after routing / synth area share
and+or+nand+nor: 35 / 35 / 0.0314
AOI/OAI and AO/OA: 16 / 16 / 0.0230
buffers and inverters: 10 / 77 / 0.0165
muxes: 32 / 32 / 0.148
DFF: 136 / 136 / 0.781
Power figures rest on the tool's default switching activity, not on a simulated workload.
