===== flow/run.sh =====
#!/bin/bash
# OpenROAD 26Q1-2900-gdf79404cd8, Yosys 0.63+post, stock flow scripts
make -C /OpenROAD-flow-scripts/flow DESIGN_CONFIG=/design/flow/config.mk WORK_HOME=/design/flow/orfs finish

===== flow/config.mk =====
export PLATFORM = sky130hd
export DESIGN_NAME = alu
export DESIGN_NICKNAME = alu
export VERILOG_FILES = /design/flow/design.v
export SDC_FILE = /design/flow/constraint.sdc
export NUM_CORES = 4
export LEC_CHECK = 1
export CORE_UTILIZATION = 40

===== flow/constraint.sdc =====
current_design alu

set clk_period 7.3
set clk_io_pct 0.2

create_clock -name clk0 -period $clk_period

set non_clock_inputs [all_inputs -no_clocks]
set_input_delay [expr $clk_period * $clk_io_pct] -clock clk0 $non_clock_inputs
set_output_delay [expr $clk_period * $clk_io_pct] -clock clk0 [all_outputs]

===== flow/design.v =====
`timescale 1ns/1ps
interface clock_if (input logic clk);
    logic rst;
    logic [5:0] sec;
    logic [5:0] min;
    modport DUT (
        input  clk, rst,
        output sec, min
    );
    modport TB (
        input  clk,
        output rst,
        input  sec, min
    );
endinterface
typedef enum logic [1:0] {
    ADD = 2'b00,
    SUB = 2'b01,
    MUL = 2'b10,
    XOR = 2'b11
} alu_op_t;
module alu (
    input  logic [7:0]  a,
    input  logic [7:0]  b,
    input  alu_op_t     op,
    output logic [15:0] result
);
    always_comb begin
        case (op)
            ADD: result = a + b;
            SUB: result = a - b;
            MUL: result = a * b;
            XOR: result = a ^ b;
            default: result = 16'd0;
        endcase
    end
endmodule

==> results.cfg <==
; physical design summary
[route]
vias_per_cell = 4.830
dr.pass1.iters = 4
diodes = 0
vias = 2618
drc = 0
drtIter0Drc = 78
wl_per_cell_um = 12.98
ant_nets = 0
wirelength_um = 7034

[final_layout]
area_growth_pct = 30.38
num-fill-cells = 687
drive_gt1_frac = 0.2438
seqCellArea_sq_um = 0
clock_buffers = 0
flops = 0
stdcell_area_sq_um = 3882
combGateArea_sq_um = 2776

[worst_setup_path]
cp-endpoint = result[10]
worstPathArrival_ps = 5610
crit_required_ps = 5840
endpoint_kind = output port
startpoint = a[6]
worstSetupStartpointType = primary input
critPathKind = primary input to output port
crit_path_max_fanout = 4

[grt]
grt_pass1_vias = 2646
grt_max_degree = 21
antenna_found_initial = 0
grt_overflow = 0
grtUsageTotal = 0.2072
grt_pass1_wl_um = 12190

[run_status]
status = complete, no violations

[synthesis]
ys_seq_share = 0
syn_inst = 364
top_area_frac = 0.2555
yosysWarnings = 1
yosys_area_sq_um = 2978
synth_area_sq_um = 2978
syn_area_per_cell_sq_um = 8.181
ys_cells = 364
yosys-top-cells-area = fa_1 (26%), ha_1 (22%), inv_1 (9.2%)
yosysUniqueCellTypes = 48
largest_area_cell = fa_1

[sta]
fin_crit_ps = 7066
holdWs_ps = 3765
fin_ws_ps = 234.1
setup_tns_ps = 0
finalCritPeriodShare = 0.9679
worst_pin_slew_ps = 725.3
finalSetupViolCount = 0
slew_violations = 0
relSlewSlack = 0.5150
hold_viol = 0
rsz0062_at_grt = no
max_freq_mhz = 141.5

[floorplanning]
core.rowCount = 31
initCoreUtil = 0.4128
dieArea_sq_um = 7793
die_x_um = 88.28
coreArea_sq_um = 7214
io_pins = 34
dieHeight_um = 88.28

[power_and_ir_drop]
power_density_nw_per_um2 = 191.5
p_leak_uw = 0.001948
finalPower_uw = 743.6
ir_drop_mv = 0.2345

[place]
placed_cell_area_sq_um = 3761
port_buffers = 34
place_congestion = 0.9077
place_ws_ps = -401.8
dpl.hpwl_um = 6126

[clock_tree]
cts_hold_buf = 0

[job]
tool_warnings = 41
maxCapViolCount = 0

[hold_path]
hold_class = primary input to output port
[power breakdown]
group	internal (uW)	switching (uW)
registers	0	0
clock network	0	0
logic	374	369
[through the flow]
| step | util | std cells |
|---|---|---|
| after global routing | 0.5382 | 542 |
| after global placement | 0.5213 | 540 |
| after detailed placement | 0.5213 | 540 |
| final | 0.5382 | 542 |
| after floorplan | - | 364 |
| after CTS | 0.5281 | 541 |
[metal layers]
metal | track usage | part of all wire | vias up | wire length, um
li1 | - | - | 1352 | -
met1 | 0.3068 | 0.45 | 1221 | 3187
met2 | 0.3503 | 0.49 | 39 | 3459
met3 | 0.01419 | 0.032 | 6 | 226
met4 | 0.03666 | 0.023 | 0 | 160
met5 | 0 | 0 | - | 0
[final cells by class]
type	count	area share
multi-input combinational	282	0.7151
timing repair buffer	88	0.1824
inverter	73	0.07058
tap	99	0.03190
[cells by family (layout without fill, tap and decap cells)]
logic type	Yosys count	in the layout	synth area share
AND/OR/NAND/NOR	97	97	0.1588
adder cells (fa/ha/maj)	90	90	0.4739
buffers and inverters	82	161	0.1160
AND-OR/OR-AND	78	78	0.1996
XOR/XNOR	14	14	0.04118
multiplexers	3	3	0.01050
[worst min path at each step]
stage / start / to / slack, ps / cells after the start
5_1_grt: a[7] / result[15] / 3880 / 7
6_report: a[7] / result[15] / 3770 / 7
4_1_cts: a[1] / result[1] / 4030 / 7
[synthesized netlist by cell type (2+ instances only)]
cell and number:
nand2_1 22, o21ai_0 14, xnor2_1 11, nand3_1 2, a21oi_1 17, fa_1 38
o21bai_1 3, a211oi_2 2, o31ai_1 5, buf_2 2, nand4_1 2, a2111oi_4 2
buf_6 4, o21ai_1 6, inv_1 73, and2_1 34, nor3_1 2, o32a_1 2
xor2_1 3, ha_1 52, a21o_1 2, o211ai_1 5, a211oi_1 5, mux2i_1 2
nor2_1 31
[cell usage in the layout (no fill, tap or decap), types with 3 or more instances in the layout]
master	synthesis	layout
nor2_1	31	28
and2_1	34	32
o21ai_0	14	13
buf_4	1	58
nand2_1	22	18
xor2_1	3	3
a21oi_1	17	16
ha_2	0	3
dlymetal6s2s_1	0	3
ha_1	52	45
clkdlybuf4s50_1	0	18
ha_4	0	4
buf_2	2	5
o211ai_1	5	5
fa_1	38	34
a211oi_1	5	4
o21ai_1	6	6
and2_4	1	3
xnor2_1	11	11
nand2_2	0	4
o31ai_2	1	3
fa_2	0	4
o21bai_1	3	3
inv_1	73	72
[worst max-delay path, stage by stage]
cell,delay (ps)
dlygate4sd2_1,280
and2_1,170
fa_1,550
fa_1,450
fa_1,500
inv_1,50
fa_1,530
inv_1,40
ha_2,270
o21a_1,210
buf_4,150
nor2_4,110
nor2_1,70
xnor2_1,130
o21ai_0,140
clkdlybuf4s50_1,490
[timing repair]
item,in CTS,in global routing
setup endpoints to repair,11,8
gates resized,44,50
pin swaps,9,21
setup buffers,1,1
